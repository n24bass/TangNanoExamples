`run.sh`:
```
#!/bin/bash
# OpenROAD 26Q1-2900-gdf79404cd8, Yosys 0.63+post, stock flow scripts
make -C /OpenROAD-flow-scripts/flow DESIGN_CONFIG=/design/flow/config.mk WORK_HOME=/design/flow/orfs finish
```
`config.mk`:
```
export PLATFORM = sky130hd
export DESIGN_NAME = lcd_sync
export DESIGN_NICKNAME = lcd_sync
export VERILOG_FILES = /design/flow/design.v
export SDC_FILE = /design/flow/constraint.sdc
export NUM_CORES = 4
export LEC_CHECK = 1
export CORE_UTILIZATION = 30
```
`constraint.sdc`:
```
current_design lcd_sync

set clk_period 4.7
set clk_io_pct 0.2

create_clock -name clk0 -period $clk_period [get_ports {CLK}]

set non_clock_inputs [all_inputs -no_clocks]
set_input_delay [expr $clk_period * $clk_io_pct] -clock clk0 $non_clock_inputs
set_output_delay [expr $clk_period * $clk_io_pct] -clock clk0 [all_outputs]
```
`design.v`:
```
module lcd_sync
  #(
    parameter LCD_HEIGHT = 280,  
    parameter LCD_WIDTH = 480  
    )
  (
   input wire         CLK,
   input wire         RST_IN,
   output wire        LCD_PWM,
   output wire        LCD_HSYNC,
   output wire        LCD_VSYNC,
   output wire        LCD_DEN,
   output wire [10:0] X,
   output wire [10:0] Y
   );
  localparam tvf = 4;  
  localparam tvp = 9;  
  localparam tvb = 1;  
  localparam tv = tvf+tvp+tvb+LCD_HEIGHT;  
  localparam thf = 2;  
  localparam thp = 40;  
  localparam thb = 1;  
  localparam th = thf+thp+thb+LCD_WIDTH;  
  reg [10:0]          counter_hs;
  reg [10:0]          counter_vs;
  always @(posedge CLK)
    begin
      if (RST_IN == 1'b0)
        begin
          counter_hs <= 0;
          counter_vs <= 0;
        end
      else
        begin
          if (counter_hs == th)
            begin
              if (counter_vs == tv)
                counter_vs <= 0;
              else
                counter_vs <= counter_vs + 1;
              counter_hs <= 0;
            end
          else
            counter_hs <= counter_hs + 1;
        end
    end
  assign LCD_PWM = (RST_IN == 1) ? 1'b1 : 1'b0;
  assign LCD_VSYNC = (counter_vs < tvp) ? 0 : 1;
  assign LCD_HSYNC = (counter_hs < thp) ? 0 : 1;
  assign LCD_DEN = (thp+thb<=counter_hs && counter_hs<=th-thf && tvp+tvb<=counter_vs && counter_vs<=tv-tvf) ? 1 : 0;
  assign X = LCD_DEN ? counter_hs-thp-thb : 10'b0;
  assign Y = LCD_DEN ? counter_vs-tvp-tvb : 10'b0;
endmodule
```
==> metrics.cfg <==
[yosys]
yosysWarningCount = 1
number_of_synthesized_flops_with_an_enable_pin = 0
synthesis.instances = 220
ys.flops = 22
ys_dominant_reg_cell = sky130_fd_sc_hd__dfxtp_1
yosys.cell_types.count = 41
proportion_of_synthesized_chip_area_in_sequential_cells_pct = 26.2
number_of_cell_instances_after_yosys_synthesis = 220
ys_area_um2 = 1680
synth.avg_cell_area_um2 = 7.64
area_of_the_mapped_netlist_um2 = 1680
async_flop_share_pct = 0

[timing]
max_freq_mhz = 259
fin_crit_ps = 3860
slew_violations = 0
finalHoldViolations = 0
clock_skew_ps = 2.40
period_utilization_pct = 82.2
setup_total_negative_slack_ps = 0
final-setup-viol-count = 0
rsz0062_at_grt = false
worst_hold_slack_ps = 527
worst-slew-pin-transition_ps = 596
maxSlewHeadroom_pct = 60.0

[setup_path]
r2r_slack_ps = 2740
critical_path_peak_fanout = 19
critical_path_sink_type = primary output
required_ps = 3760
worst-setup-path-type = reg -> out
timing.critical_path.from_type = flip-flop
worst_ep_arrival_time_ps = 2920

[hold_path]
timing.hold.worst.class = reg -> reg

[clocking]
clk_pin_slew_worst_paths_ps = 80
max_h_tree_level = 1
tritoncts = built
cts.hold.buffers_added = 0
cts_setup_buffers = 0
clk-insertion-delay-late_ps = 260
postCtsResizedCells = 0
clock_path_buffers = 2
cts.sink_count = 22
clock-root-buffer = sky130_fd_sc_hd__clkbuf_8
numCtsBuffers = 3

[run_status]
outcome = completed

[finish]
lay_top_cells = sky130_fd_sc_hd__nor2_1, sky130_fd_sc_hd__clkdlybuf4s50_1, sky130_fd_sc_hd__nand2_1, sky130_fd_sc_hd__dfxtp_1
area.growth.synth_to_final_pct = 17.3
layout.area.comb_um2 = 1120
layoutNonFillerInstCount = 304
top_cell_excl_fill_tap = sky130_fd_sc_hd__nor2_1
layout.filler_cells = 535
final-seq-area_um2 = 440
drive_above_1_share_pct = 6.84
fin_area_um2 = 1970

[detailed_routing]
detailedRoute.firstIterationViolations = 80
detail_route.wirelength_um = 3600
route.antenna.remaining_nets = 0
detail_route.vias_per_cell = 4.63
drc_errors = 0
vias = 1407
detailedRoute.firstPassIterationCount = 4
route.antenna.diode_count = 0
wl_per_cell_um = 11.8

[power]
irDropWorstVdd_v = 0.0000733
p_leak_nw = 0.759
finalPower_uw = 323
power_per_cell_area_nw_per_um2 = 164

[floorplanning]
dieWidth_um = 76.9
initCoreUtil_pct = 32.1
placeableCoreArea_um2 = 5240
floorplan.io_pins = 28
floorplan.die_area_um2 = 5910
die_h_um = 76.9
number_of_standard_cell_rows_in_the_floorplan = 26

[placed_design]
place_inst = 301
detailed_place.area_um2 = 1930
port-buffer-count = 26
half_perimeter_wire_length_after_detailed_placement_um = 2660
gp_congestion = 0.861

[global_route]
grt_max_degree = 20
grt_first_pass_wirelength_um = 6370
grt_antenna_before_repair = 0
gr-usage-all-layers_pct = 13.2
grt_overflow_total = 0
grt_pass1_vias = 1310

[job]
warnings = 31
max_cap_violations = 0

[power by group]
group          internal (mW)  switching [mW]  total (mW)
Sequential             0.188         0.00393       0.192
Combinational        0.00664         0.00849      0.0151
Clock                 0.0571          0.0589       0.116
[through the flow]
step           setup WS, ps  util [%]
2_1_floorplan          1890         -
3_3_place_gp           1200      36.9
3_5_place_dp           1150      36.9
4_1_cts                 823      37.7
5_1_grt                 652      37.7
6_report                836      37.7
[final cells by class]
class	instances	area share (%)
inverter	7	1.33
clock buffer	3	2.09
sequential	22	22.3
timing repair buffer	26	13.2
tap	70	4.44
multi-input combinational	176	56.6
[cells by family after synthesis]
family	Yosys count	synth area share (%)
buffers and inverters	22	7.37
other	1	0.223
DFF	22	26.2
xor gates and xnor gates	26	13.5
AOI/OAI and AO/OA	21	7.96
and+or+nand+nor	119	38.0
adders and majority gates	9	6.70
[critical path, stage by stage, from the launching register on]
cell                              delay, ps
sky130_fd_sc_hd__dfxtp_1                530
sky130_fd_sc_hd__o31a_1                 250
sky130_fd_sc_hd__o21ai_1                110
sky130_fd_sc_hd__a31o_1                 280
sky130_fd_sc_hd__or4b_4                 710
sky130_fd_sc_hd__nor3_1                 280
sky130_fd_sc_hd__clkdlybuf4s50_1        500
[flip-flops by register name, indices dropped and copies added, names as in the netlist]
| register | flops |
|---|---|
| counter_hs | 11 |
| counter_vs | 11 |
[final timing paths]
check,from,end,cells past startpoint
worst max-delay path,counter_hs[3],X[3],6
worst min-delay path,counter_vs[10],counter_vs[10],2
worst max register to register,counter_hs[3],counter_vs[5],4
worst min register to register,counter_vs[10],counter_vs[10],2
[synth_stat cells (3+ instances only)]
cell	number	area share [%]
sky130_fd_sc_hd__nor2_1	35	7.8
sky130_fd_sc_hd__nand2_1	23	5.1
sky130_fd_sc_hd__dfxtp_1	22	26
sky130_fd_sc_hd__xnor2_1	13	6.8
sky130_fd_sc_hd__xor2_1	13	6.8
sky130_fd_sc_hd__ha_1	9	6.7
sky130_fd_sc_hd__clkbuf_1	8	1.8
sky130_fd_sc_hd__nor3_1	8	2.4
sky130_fd_sc_hd__inv_1	7	1.6
sky130_fd_sc_hd__and3_1	6	2.2
sky130_fd_sc_hd__nand3_1	6	1.8
sky130_fd_sc_hd__nor4_1	6	2.2
sky130_fd_sc_hd__o21ai_0	6	1.8
sky130_fd_sc_hd__nor2_2	5	1.9
sky130_fd_sc_hd__and4_1	4	2.1
sky130_fd_sc_hd__buf_4	4	1.8
sky130_fd_sc_hd__nand4_1	4	1.5
sky130_fd_sc_hd__nor2_4	4	2.7
sky130_fd_sc_hd__nor2b_1	4	1.5
sky130_fd_sc_hd__a211oi_1	3	1.3
sky130_fd_sc_hd__a21oi_1	3	0.89
sky130_fd_sc_hd__nand2b_1	3	1.1
[per-layer routing]
metal | up-vias | wire length (µm) | global-route usage, %
met1 | 619 | 2000 | 22.3
met4 | 0 | 34 | 1.73
met2 | 25 | 1440 | 18.5
li1 | 761 | - | -
met3 | 2 | 127 | 1.21
met5 | - | 0 | 0
