**config.mk**
```make
export PLATFORM = sky130hd
export DESIGN_NAME = lcdSync
export DESIGN_NICKNAME = lcdSync
export VERILOG_FILES = /design/flow/design.v
export SDC_FILE = /design/flow/constraint.sdc
export NUM_CORES = 4
export LEC_CHECK = 1
export CORE_UTILIZATION = 30
```
**constraint.sdc**
```tcl
current_design lcdSync

set clk_period 4.7
set clk_io_pct 0.2

create_clock -name clk0 -period $clk_period [get_ports {CLK}]

set non_clock_inputs [all_inputs -no_clocks]
set_input_delay [expr $clk_period * $clk_io_pct] -clock clk0 $non_clock_inputs
set_output_delay [expr $clk_period * $clk_io_pct] -clock clk0 [all_outputs]
```
**design.v**
```verilog
module lcdSync
#(
	parameter LCD_HEIGHT = 280,  
	parameter LCD_WIDTH = 480  
)
(
	input wire CLK,
	input wire RST_IN,
	output wire LCD_PWM,
	output wire LCD_HSYNC,
	output wire LCD_VSYNC,
	output wire LCD_DEN,
	output wire [10:0] X,
	output wire [10:0] Y
);
localparam tvf = 4;  
localparam tvp = 9;  
localparam tvb = 1;  
localparam tv = tvf+tvp+tvb+LCD_HEIGHT;  
localparam thf = 2;  
localparam thp = 40;  
localparam thb = 1;  
localparam th = thf+thp+thb+LCD_WIDTH;  
reg [10:0] counter_hs;
reg [10:0] counter_vs;
always @(posedge CLK)
begin
	if (RST_IN == 1'b0)
	begin
		counter_hs <= 0;
		counter_vs <= 0;
	end
	else
	begin
		if (counter_hs == th)
		begin
			if (counter_vs == tv)
				counter_vs <= 0;
			else
				counter_vs <= counter_vs + 1;
			counter_hs <= 0;
		end
		else
			counter_hs <= counter_hs + 1;
	end
end
assign LCD_PWM = (RST_IN == 1) ? 1'b1 : 1'b0;
assign LCD_VSYNC = (counter_vs < tvp) ? 0 : 1;
assign LCD_HSYNC = (counter_hs < thp) ? 0 : 1;
assign LCD_DEN = (thp+thb<=counter_hs && counter_hs<=th-thf && tvp+tvb<=counter_vs && counter_vs<=tv-tvf) ? 1 : 0;
assign X = LCD_DEN ? counter_hs-thp-thb : 10'b0;
assign Y = LCD_DEN ? counter_vs-tvp-tvb : 10'b0;
endmodule
```
**run.sh**
```bash
#!/bin/bash
# OpenROAD 26Q1-2900-gdf79404cd8, Yosys 0.63+post, stock flow scripts
make -C /OpenROAD-flow-scripts/flow DESIGN_CONFIG=/design/flow/config.mk WORK_HOME=/design/flow/orfs finish
```
==> out/qor.txt <==
First-pass DRT Iterations -> 4
Ys Warns -> 1
most frequent logic cell in the layout -> nor2_1
part of the Yosys area used for sequential elements -> 26.19%
worst slew pin tran -> 0.5957 ns
clock slew at reported path FFs -> 0.08 ns
status -> complete, no violations
post-CTS setup buffer count -> 0
clk latency late pin -> 0.26 ns
n_diodes -> 0
syn avg cell area -> 7.644 µm²
total power -> 0.0003235 W
DR iter-0 viols -> 80
Log Warnings -> 31
number of CTS-inserted buffers -> 3
Die W -> 76.87 µm
clock sink count -> 22
post-route ant nets -> 0
Synth cell types -> 41
cell count of the worst hold path -> 2
initial antenna violation count -> 0
Top Layout Cells -> 35 x nor2_1, 26 x clkdlybuf4s50_1, 23 x nand2_1
row count -> 26
Synth async-reset ratio -> 0%
core footprint -> 5238 µm²
setup violators final -> 0
Post-synth regs -> 22
vias in the first global route -> 1310
Die Ht -> 76.87 µm
CP required -> 3.76 ns
final hold violation count -> 0
placed cells -> 301
Slew Limit Headroom -> 60.02%
Reg2Reg Depth -> 4
Period minus WS final -> 3.864 ns
routed wire length -> 3600 µm
Total GRT Usage -> 13.18%
max capacitance violation total -> 0
crit path max fanout -> 19
instance count of the mapped netlist -> 220
Via-to-Cell Ratio -> 4.628
PwrDens -> 163.9 nW/µm²
# IOs -> 28
total gr overflow -> 0
maximum VDD drop -> 0.07328 mV
htree depth -> 1
Worst EP arrival -> 2.92 ns
drt wl/cell -> 11.84 µm
first-pass GRT wire length -> 6368 µm
Detail Placement HPWL -> 2661 µm
yosys stat area -> 1682 µm²
Final WS setup -> 0.8356 ns
synthesized area -> 1682 µm²
Max Freq -> 258.8 MHz
RSZ-0062 raised after global routing -> false
input/output buffers -> 26
fin. max-slew vios -> 0
# Cells Yosys -> 220
DRC viols -> 0
Setup TNS -> 0 ns
LEAKAGE -> 0.7592 nW
post-place setup slack -> 1.148 ns
largest net degree at the start of global routing -> 20
Critical Path Start Type -> register
Max Clock Skew -> 0.002403 ns
Root Buffer -> clkbuf_8
post-synth tally of flip-flops with integrated enable -> 0
min-delay worst type -> reg -> reg
CTS tree -> done
Post-CTS Hold Buffers -> 0
post-CTS sizing -> 0
Clock Tree Buf Depth -> 2
Crit Path Category -> reg -> out
Via Count -> 1407
area grow syn2layout -> 17.34%
crit share post-route -> 82.22%
Die Area -> 5909 µm²
Final Wtd Congestion -> 0.8605
FP Core Util -> 32.11%
Area after DPL -> 1932 µm²
critical path capture point type -> output pin
layout cells sized above 1 -> 6.838%
Non-Filler Instances -> 304
Layout fillers -> 535
main flop type -> dfxtp_1
Finished Cell Area -> 1973 µm²
-- layer usage --
layer  vias up  track usage [%]  share of wire [%]
met5         -                0                  0
met4         0            1.731               0.94
met1       619            22.31                 55
met2        25            18.48                 40
met3         2            1.209                3.5
li1        761                -                  -
-- stage by stage --
step / hold slack (ns) / utilization (%)
6_report: 0.5266 / 37.67
4_1_cts: 0.5299 / 37.67
3_5_place_dp: 0.5121 / 36.88
3_3_place_gp: 0.4974 / 36.88
2_1_floorplan: 0.4771 / -
5_1_grt: 0.5569 / 37.67
-- critical path: stages (launching register included) --
cell and delay (ns):
dfxtp_1 0.53, o31a_1 0.25, o21ai_1 0.11, a31o_1 0.28
or4b_4 0.71, nor3_1 0.28, clkdlybuf4s50_1 0.50
-- cells in the mapped netlist (all sizes together) (2+ instances only) --
master / number / share of area, %
nand4: 4 / 1.5
nand2b: 3 / 1.1
nor2b: 4 / 1.5
or3: 2 / 0.74
buf: 7 / 4.0
and2: 2 / 0.74
a21oi: 3 / 0.89
nand3: 6 / 1.8
nand2: 23 / 5.1
xor2: 13 / 6.8
o31ai: 2 / 0.89
ha: 9 / 6.7
a211oi: 3 / 1.3
xnor2: 13 / 6.8
nor2: 44 / 12
nor3: 10 / 3.9
and3: 6 / 2.2
inv: 7 / 1.6
and4: 4 / 2.1
o21ai: 8 / 2.4
dfxtp: 22 / 26
clkbuf: 8 / 1.8
nor4: 6 / 2.2
-- logic make-up after synthesis --
kind of cell,share of synthesized area (%)
AOI/OAI and AO/OA,7.961
xor gates and xnor gates,13.54
adders and majority gates,6.697
buffers and inverters,7.366
DFF,26.19
other,0.2230
and+or+nand+nor,38.02
-- final cells by class --
type                    count  area [µm²]  area share [%]
clock buffers               3       41.29           2.093
inverters                   7       26.28           1.332
multi-input cells         176        1117           56.63
flip-flops and latches     22       440.4           22.32
well taps                  70       87.58           4.439
repair buffers             26       260.3           13.19
-- report_power, final --
group	total (W)	switching, W	internal (W)
Sequential	0.000192	0.00000393	0.000188
Combinational	0.0000151	0.00000849	0.00000664
Clock	0.000116	0.0000589	0.0000571
-- flip-flops by register name, indices dropped and copies added (netlist names) --
register	cells
counter_hs	11
counter_vs	11
-- path summary, 6_finish.rpt --
kind | startpoint | endpoint | slack [ns]
hold / removal | counter_vs[10] | counter_vs[10] | 0.53
setup / recovery | counter_hs[3] | X[3] | 0.84
setup reg to reg | counter_hs[3] | counter_vs[5] | 2.74
hold reg to reg | counter_vs[10] | counter_vs[10] | 0.53
Power figures rest on the tool's default switching activity, not on a simulated workload.
