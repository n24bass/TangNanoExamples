==> design.v <==
module lcdPong
  #(
    parameter LCD_HEIGHT = 280,
    parameter LCD_WIDTH = 480
    )
  (
   input wire 	      CLK,
   input wire 	      RST_IN,
   output wire [4:0]  R,
   output wire [5:0]  G,
   output wire [4:0]  B,
   input wire 	      DEN,
   input wire [10:0]  X,
   input wire [10:0]  Y,
   output wire [31:0] SEG_HEX_ALL,
   input wire [7:0]   BUTTONS
   );
  localparam BALL_SLOW = 32'd150_000;
  localparam BALL_SIZE = 5;
  localparam RACKET_SIZE = 40;
  localparam RACKET_Y_SLOW = 15;  
  reg [23:0] 	      color;
  reg [31:0] 	      cptTime;
  reg [8:0] 	      ballX;
  reg [8:0] 	      ballY;
  reg 		      ballDirX;
  reg 		      ballDirY;
  reg [8:0] 	      racket1Y;
  reg [8:0] 	      racket2Y;
  reg [RACKET_Y_SLOW:0] racket1YSlowCpt;
  reg [RACKET_Y_SLOW:0] racket2YSlowCpt;
  reg [7:0] 		score1;
  reg [7:0] 		score2;
  always@(posedge CLK)
    begin
      if (RST_IN == 0)
	begin
	  racket1Y <= 0;
	  racket1YSlowCpt <= 0;
	  racket2Y <= 0;
	  racket2YSlowCpt <= 0;
	  score1 <= 0;
	  score2 <= 0;
	end
      else
	begin
	  if (cptTime == BALL_SLOW)
	    begin
	      cptTime <= 0;
	      if (ballDirX)
		begin
		  if (ballX == LCD_WIDTH-1-BALL_SIZE && racket2Y <= ballY && ballY <= racket2Y+RACKET_SIZE)
		    ballDirX <= ~ballDirX;
		  else if (ballX == LCD_WIDTH-1)
		    begin
		      ballX <= BALL_SIZE+1;
		      score1 <= score1+1;
		    end
		  else
		    ballX <= ballX + 1'b1;
		end
	      else
		begin
		  if (ballX == BALL_SIZE && racket1Y <= ballY && ballY <= racket1Y+RACKET_SIZE)
		    ballDirX <= ~ballDirX;
		  else if (ballX == 0)
		    begin
		      ballX <= LCD_WIDTH-2-BALL_SIZE;
		      score2 <= score2+1;
		    end
		  else
		    ballX <= ballX - 1'b1;
		end
	      if (ballDirY)
		begin
		  if (ballY == LCD_HEIGHT-1-BALL_SIZE)
		    ballDirY <= ~ballDirY;
		  else
		    ballY <= ballY + 1'b1;
		end
	      else
		begin
		  if (ballY == BALL_SIZE)
		    ballDirY <= ~ballDirY;
		  else
		    ballY <= ballY - 1'b1;
		end
	    end
	  else
	    cptTime <= cptTime + 1'b1;
	  {racket1Y, racket1YSlowCpt} <= {racket1Y, racket1YSlowCpt} + BUTTONS[0] - BUTTONS[1];
	  if (racket1Y == 0)
	    racket1Y <= 1;
	  else if (LCD_HEIGHT-RACKET_SIZE == racket1Y)
	    racket1Y <= LCD_HEIGHT-RACKET_SIZE-1;
	  {racket2Y, racket2YSlowCpt} <= {racket2Y, racket2YSlowCpt} + BUTTONS[6] - BUTTONS[7];
	  if (racket2Y == 0)
	    racket2Y <= 1;
	  else if (LCD_HEIGHT-RACKET_SIZE == racket2Y)
	    racket2Y <= LCD_HEIGHT-RACKET_SIZE-1;
	  if (DEN)
	    begin
	      if (X==0 && racket1Y<Y && Y<racket1Y+RACKET_SIZE)
		color[23:0] <= 24'h00ff00;
	      else if (X == LCD_WIDTH-1 && racket2Y<Y && Y<racket2Y+RACKET_SIZE)
		color[23:0] <= 24'h00ff00;
	      else if (ballX-BALL_SIZE <= X && X <= ballX+BALL_SIZE && ballY-BALL_SIZE <= Y && Y <= ballY+BALL_SIZE)
		color[23:0] <= 24'hff0000;
	      else if (Y==0 || Y==LCD_HEIGHT-1)
		color[23:0] <= 24'hffffff;		
	      else
		color[23:0] <= 24'h000000;
	    end
	  else
	    color <= 24'h000000;
	end
    end
  assign R = color[23:20];  
  assign G = color[15:10];  
  assign B = color[7:4];  
  assign SEG_HEX_ALL = {8'b0, score1, 8'b0, score2};
endmodule
==> run.sh <==
#!/bin/bash
# OpenROAD 26Q1-2900-gdf79404cd8, Yosys 0.63+post, stock flow scripts
make -C /OpenROAD-flow-scripts/flow DESIGN_CONFIG=/design/flow/config.mk WORK_HOME=/design/flow/orfs finish
==> config.mk <==
export PLATFORM = sky130hd
export DESIGN_NAME = lcdPong
export DESIGN_NICKNAME = lcdPong
export VERILOG_FILES = /design/flow/design.v
export SDC_FILE = /design/flow/constraint.sdc
export NUM_CORES = 4
export LEC_CHECK = 1
export CORE_UTILIZATION = 40
==> constraint.sdc <==
current_design lcdPong

set clk_period 6.2
set clk_io_pct 0.2

create_clock -name clk0 -period $clk_period [get_ports {CLK}]

set non_clock_inputs [all_inputs -no_clocks]
set_input_delay [expr $clk_period * $clk_io_pct] -clock clk0 $non_clock_inputs
set_output_delay [expr $clk_period * $clk_io_pct] -clock clk0 [all_outputs]
==> impl_metrics.ini <==
; yosys + openroad results
[final_timing]
worst_pin_slew_ps = 810
fin_crit_ps = 4100
tns_ps = 0
drv_slew = 0
hold_slack_ps = 504
finalHoldViolCount = 0
rsz0062_at_grt = no
max_freq_mhz = 244
max_slew_margin = 0.456
finalClockPeriodUsage = 0.661
skew_ps = 6.31
setup_violations = 0

[critical_path]
critPathLaunchType = input port
critPathArrivalTime_ps = 4430
crit_slowest_cell = a2111oi_0
critPathCaptureType = register
worst-path-buf-inv = 3
crit_type = input port to register
crit_chain = clkdlybuf4s50_1 > ha_1 > inv_1 > ha_1 > inv_1 > fa_1 > nand2b_1 > a21oi_1 > o21ai_0 > a2111oi_0 > a211oi_1 > o21ai_0 > nor4b_1
cp_max_fo = 3
critPathRequiredTime_ps = 6530
max_stage_delay_ps = 580
path_delay_family = AND-OR/OR-AND gates

[route]
drtIter0Drc = 479
routedWlPerCell_microns = 14.7
ant_nets = 0
via_per_inst = 5.23
drt_wl_total_mm = 26.2
first_pass_iters = 4
drc = 0
via_count = 9300

[global_routing]
grt_max_degree = 30
antenna_found_initial = 0
grt_pass1_wl_mm = 43.7
grt-ovfl-total = 0
met2_usage = 0.298
grt_use_total = 0.190
grtUsageMet1 = 0.288
met3_usage = 0.0267
grt_pass1_vias = 8736
top_usage_layer = met2

[synthesis]
top_area_cell = ha_1
ys_area_sq_um = 11500
top_cell = ha_1
syn_area_sq_um = 11500
ys.flop_type = dfxtp_1
yosysUniqueCellTypes = 70
synthArstFlopShare = 0
top_cells_by_count = ha_1, nor2_1, inv_1
edf_count = 55
ys.flops = 121
ys_seq_share = 0.259
area_leaders = ha_1, edfxtp_1, dfxtp_1
synth.avg_cell_area_sq_um = 8.59
top_cell_area_share = 0.217
ys_cells = 1337
ys_warn_count = 1
syn_inst = 1337

[floorplan]
fp_util = 0.410
die-area_sq_um = 29400
fp.dieW_microns = 171
fp.dieH_microns = 171
io_pins = 81
fp.coreArea_sq_um = 28000
core.rowCount = 61

[flow_run]
max-cap-violations = 0
log.warning_count = 70

[clocking]
ctsResizeCount = 0
cts_max_level = 4
post_cts_buffers = 0
clock_latency_ps = 420
cts_buffers = 17
ctsRootBufferMaster = clkbuf_16
clkSinkCount = 121
cts_tree = built
cts_buffer_depth = 2
cts.hold.buffers_added = 0
clk_pin_slew_worst_paths_ps = 70

[power_and_ir_drop]
p_per_area_nw_per_um2 = 390
power.leakage_nw = 5.50
vdd_drop_max_mv = 0.199

[cells_and_area]
area_delta_synth_final_pct = 12.4
final_util = 0.461
final_cell_area_sq_um = 12900
drive_above_1_share = 0.0407

[status]
status = finished clean

[placement]
gp_congestion = 0.940
portBuffers = 58
placed_cell_area_sq_um = 12300
hpwl_mm = 20.2

[worst_hold_path]
hold_path.class = register to register
-- worst register-to-register path, cell delays in order (launching register included) --
cell	delay, ps
edfxtp_1	650
inv_1	280
ha_1	310
o21ai_0	300
nor2_1	90
xnor2_1	140
ha_1	300
a21o_1	160
a211o_1	280
o21ai_0	340
nand4_1	270
nand2b_1	160
a21boi_0	100
-- stage by stage --
step	setup slack (ps)	power [mW]	std cells
2_1_floorplan	2600	3.47	1354
3_3_place_gp	1750	4.01	1745
3_5_place_dp	1720	4.03	1745
4_1_cts	2150	5.05	1777
5_1_grt	1850	5.52	1777
6_report	2100	5.03	1778
-- cells in the final DEF (no fill, tap or decap), types with 55 or more instances in the layout --
cell type,count
ha_1,199
nor2_1,128
inv_1,111
a21oi_1,91
nand2_1,78
xnor2_1,73
dfxtp_1,66
o21ai_0,58
clkdlybuf4s50_1,57
edfxtp_1,55
-- worst paths after layout --
path,from,endpoint,slack [ps],cells after the start
setup / recovery,BUTTONS[1],racket1Y[8]$_SDFF_PP0_,2100,13
hold / removal,score1[5]$_SDFFE_PN0P_,score1[6]$_SDFFE_PN0P_,500,2
setup reg to reg,ballY[0]$_DFFE_PP_,color[14]$_SDFFCE_PN0P_,2580,12
hold reg to reg,score1[5]$_SDFFE_PN0P_,score1[6]$_SDFFE_PN0P_,500,2
-- layer usage --
metal / vias to the layer above / share of wire
li1: 4867 / -
met1: 4235 / 0.51
met2: 163 / 0.44
met3: 35 / 0.036
met4: 0 / 0.015
met5: - / 0
-- sequential cells by signal (all words and copies together) (netlist names) --
signal and count:
score2 8, racket2Y 9, color 3, ballY 9, ballDirY 1, ballDirX 1
score1 8, racket2YSlowCpt 16, cptTime 32, racket1Y 9, ballX 9, racket1YSlowCpt 16
-- layout make-up --
| cell class | instances | area, sq um |
|---|---|---|
| flip-flops and latches | 121 | 2970 |
| clock inverters | 15 | 148 |
| fillers | 2688 | 15100 |
| multi-input cells | 1070 | 7840 |
| repair buffers | 64 | 621 |
| well taps | 378 | 473 |
| inverters | 112 | 420 |
| diodes | 1 | 2.50 |
| clock buffers | 17 | 425 |
-- kinds of logic (layout without fill, tap and decap cells) --
group                      Yosys count  count (layout)  synth area share
other                                1              19          0.000327
and+or+nand+nor                    423             423             0.189
adders and majority gates          202             202             0.222
AOI/OAI and AO/OA                  296             296             0.165
buffers and inverters              163             208            0.0640
muxes                                4               4           0.00349
DFF                                121             121             0.259
xor gates and xnor gates           127             127            0.0969
-- power breakdown --
group / internal (mW) / leakage [nW] / switching, mW
clock: 0.537 / 0.283 / 0.451
sequential: 0.999 / 1.01 / 0.159
combinational: 1.28 / 4.21 / 1.60
No activity file was given, so power comes from the tool's default toggle rates.
